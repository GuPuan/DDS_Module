===== flow/config.mk =====
export PLATFORM = sky130hd
export DESIGN_NAME = key_filter
export DESIGN_NICKNAME = key_filter
export VERILOG_FILES = /design/flow/design.v
export SDC_FILE = /design/flow/constraint.sdc
export NUM_CORES = 4
export LEC_CHECK = 1
export CORE_AREA = 10 10 70 70
export DIE_AREA = 0 0 80 80

===== flow/constraint.sdc =====
current_design key_filter

set clk_period 1.6
set clk_io_pct 0.2

create_clock -name clk0 -period $clk_period [get_ports {Clk}]

set non_clock_inputs [all_inputs -no_clocks]
set_input_delay [expr $clk_period * $clk_io_pct] -clock clk0 $non_clock_inputs
set_output_delay [expr $clk_period * $clk_io_pct] -clock clk0 [all_outputs]

===== flow/design.v =====
module key_filter(
    Clk,
    Reset_n,
    Key,
    Key_P_Flag,
    Key_R_Flag
    );
    input Clk;
    input Reset_n;
    input Key;
    output reg Key_P_Flag;
    output reg Key_R_Flag;
    reg [2:0] state;
    reg [1:0] uart_rx_r;
   always@(posedge Clk)begin
        uart_rx_r[0] <= Key;
        uart_rx_r[1] <= uart_rx_r[0] ;
   end
   wire pedge_uart_rx;
    assign pedge_uart_rx = (uart_rx_r == 2'b01);
    wire nedge_uart_rx;
    assign nedge_uart_rx = (uart_rx_r == 2'b10);  
    reg [9:0]div_cnt;
    always@(posedge Clk or negedge Reset_n) begin
    if(!Reset_n)    
        div_cnt <=  0;
    else if (state == 0 || state == 1 || state == 2 || state == 3)
        div_cnt <=  div_cnt + 1'b1;
    else
        div_cnt <=  0;
    end
    always@(posedge Clk or negedge Reset_n)
    if(!Reset_n) begin
        state <= 0;
        Key_R_Flag <= 0;
        Key_P_Flag <= 0;    
    end
    else begin
        case(state)
            0:
                begin
                    Key_R_Flag <= 0;
                    if(nedge_uart_rx)begin                
                        state <= 1;
                        div_cnt <= 0;
                    end
                end
            1:
                if((div_cnt>=1000)&&(!pedge_uart_rx))begin
                    state <= 2;                    
                    Key_P_Flag <= 1;
                    div_cnt <= 0;
                end
                else if((div_cnt<1000)&&pedge_uart_rx)begin
                    state <= 0;
                    div_cnt <= 0;
                end
            2:
                begin
                    Key_P_Flag <= 0;
                    if(pedge_uart_rx)begin                    
                        state <= 3;
                        div_cnt <= 0;
                    end
                end
            3:
                if((div_cnt>=1000)&&(!nedge_uart_rx))begin
                    state <= 0;                   
                    Key_R_Flag <= 1;
                    div_cnt <= 0;
                end
                else if((div_cnt<1000)&&nedge_uart_rx)begin
                    state <= 2;
                    div_cnt <= 0;
                end
          default:
                state <= 0;
         endcase
    end
endmodule

===== flow/run.sh =====
#!/bin/bash
# OpenROAD 26Q1-2900-gdf79404cd8, Yosys 0.63+post, stock flow scripts
make -C /OpenROAD-flow-scripts/flow DESIGN_CONFIG=/design/flow/config.mk WORK_HOME=/design/flow/orfs finish

==> flow_summary_export.csv <==
group,metric,value,unit
clock_tree,clock_tree_from_tritoncts,"yes",
floorplan,chipHeight,80,µm
cells_and_area,design_area,407,µm²
cells_and_area,fraction_of_final_layout_cells_with_drive_strength_greater_than_1,0.121,
power_and_ir_drop,pwr-share-comb,0.022,
clock_tree,path_clk_slew,60,ps
yosys,synth_area,283,µm²
cells_and_area,regArea,191,µm²
setup_path,cp-start-kind,"register",
sta,setup-violations-final,0,
run,openroad.warnings,25,
sta,cycle_use_final,0.862,
setup_path,critPathMaxStageDelay,470,ps
setup_path,worstPathMaxFanout,2,
floorplan,chipArea,6400,µm²
drt,number_of_remaining_drc_errors,0,
power_and_ir_drop,netSwitchingFraction,0.193,
drt,viasPerCell,2.53,
drt,first_iter_violations,0,
power_and_ir_drop,internal-power,0.305,mW
placement,hpwl,353,µm
global_routing,antenna_violations_before_repair,0,
clock_tree,cts.hold.buffers_added,0,
clock_tree,post-cts-setup-buffer-count,0,
power_and_ir_drop,power.share.clock,0.425,
yosys,yosysUniqueCellTypes,12,
global_routing,via_count_of_the_first_global_routing_pass,209,
power_and_ir_drop,ir_drop,341,µV
sta,final.setup.tns,0,ps
clock_tree,cts_max_level,1,
sta,clock_tree_skew_after_final_layout,6.16,ps
clock_tree,cts_buffers,3,
floorplan,die_x,80,µm
sta,slew_headroom,0.821,
setup_path,kind_of_cell_adding_the_most_delay_to_the_critical_path,"buffers and inverters",
clock_tree,clock.latency.late_pin,250,ps
sta,layout_min_cycle_time,1380,ps
floorplan,fp_util,0.0828,
global_routing,grt_pass1_wl,800,µm
floorplan,design.core.area,3420,µm²
yosys,postSynthRegisterBits,8,
yosys,yosys-stat-area,283,µm²
yosys,synth-cells-yosys,25,
global_routing,grt_overflow,0,
yosys,synth_cells,25,
setup_path,timing.critical_path.slowest_stage_cell,"clkdlybuf4s50_1",
sta,maxSlewViolCount,0,
power_and_ir_drop,static-leakage-power,0.148,nW
clock_tree,clk_sinks,8,
placement,routabilityCongestion,0.693,
setup_path,timing.critical_path.arrival,1060,ps
power_and_ir_drop,power_density,930,nW/µm²
min_path,min_path_type,"in -> async",
power_and_ir_drop,power,0.378,mW
global_routing,track_usage,0.0151,
drt,detail_route.first_pass.iterations,1,
cells_and_area,num-fill-cells,407,
placement,port_buffers,4,
floorplan,std_cell_rows,21,
cells_and_area,logic_area,83.8,µm²
sta,clock.fmax,0.725,GHz
sta,hold_slack,305,ps
floorplan,num_io_pins,5,
sta,worst-slew-pin-transition,267,ps
drt,route.detailed.wl_per_inst,6.19,µm
drt,num_antenna_cells,0,
global_routing,grt_max_degree,10,
setup_path,worst-endpoint-required,1280,ps
clock_tree,cts.root.buffer_cell,"clkbuf_4",
yosys,yosys_warnings,21,
setup_path,worstPathBufferInverterCount,1,
drt,drt_wl_total,489,µm
power_and_ir_drop,power_frac_seq,0.553,
setup_path,timing_worst_setup_path_type,"reg -> out",
run_status,outcome,"completed",
clock_tree,cts-root-to-sink-buffers,2,
power_and_ir_drop,net-switching-power,0.0730,mW
setup_path,worstSetupEndpointType,"output port",
sta,final_hold_violation_count,0,
drt,vias,200,
clock_tree,cts-resized-gates,0,
yosys,synth.yosys.seq_area_share,0.677,
setup_path,worstPathCellList,"clkdlybuf4s50_1",
yosys,syn-mean-instance-area,11.3,µm²
drt,postRouteAntennaNets,0,
cells_and_area,area_delta_synth_final,43.8,%
cells_and_area,final_core_util,0.119,
run,timing.max_cap.violations,0,
placement,dpl-instance-area,380,µm²
sta,rsz0062_at_grt,"no",
-- logic make-up (layout without fill, tap and decap cells) --
group           Yosys count  after routing  share of synthesized area
flops                     8              8                      0.677
simple gates              8              8                      0.146
compound gates            7              7                      0.150
buf+inv                   2             10                     0.0266
-- worst paths after layout --
check | from | to | slack (ps) | cells past startpoint
max | Key_P_Flag | Key_P_Flag | 220 | 1
min | Reset_n | state[1] | 300 | 1
max reg2reg | uart_rx_r[0] | state[2] | 800 | 2
min reg2reg | uart_rx_r[0] | uart_rx_r[1] | 450 | 0
max in group asynchronous | Reset_n | state[0] | 1020 | 1
min in group clk0 | uart_rx_r[0] | uart_rx_r[1] | 450 | 0
-- registers in the layout, summed over array words and instances (netlist names) --
signal      flops
Key_R_Flag      1
Key_P_Flag      1
uart_rx_r       2
state           4
-- per-layer routing --
metal	global-route usage	vias up	wire length [µm]	part of all wire
li1	-	101	-	-
met1	0.0162	94	238	0.49
met2	0.0249	3	218	0.45
met3	0.00455	2	20	0.041
met4	0.0106	0	12	0.025
met5	0	-	0	0
-- cell usage in the layout (no fill, tap or decap) --
cell	netlist	final
a21boi_0	2	2
a21oi_1	2	2
clkbuf_1	0	1
clkbuf_4	0	3
clkdlybuf4s50_1	0	4
dfrtp_1	5	5
dfstp_2	1	1
dfxtp_1	2	2
inv_1	2	2
nand2_1	4	4
nand2b_1	1	1
nand3_1	1	1
nand3b_1	2	2
o211ai_1	1	1
o21ai_1	2	2
-- per-stage QoR --
stage               cells  setup WS (ps)
finish                 79            220
global route           79            171
CTS                    79            193
detailed placement     75            479
global placement       75            476
floorplan              25            856
-- power by group through the flow --
stage	logic [mW]	registers (mW)	clock network, mW
CTS	0.00888	0.209	0.173
global route	0.00964	0.209	0.191
finish	0.00842	0.209	0.161
-- cells in the mapped netlist --
| cell type | n | area [µm²] |
|---|---|---|
| dfrtp_1 | 5 | 125 |
| o211ai_1 | 1 | 7.51 |
| a21boi_0 | 2 | 15.0 |
| nand2b_1 | 1 | 6.26 |
| dfxtp_1 | 2 | 40.0 |
| nand3b_1 | 2 | 15.0 |
| inv_1 | 2 | 7.51 |
| o21ai_1 | 2 | 10.0 |
| nand2_1 | 4 | 15.0 |
| a21oi_1 | 2 | 10.0 |
| nand3_1 | 1 | 5.00 |
| dfstp_2 | 1 | 26.3 |
-- final cells by class --
cell class	instances	area share
multi-input cells	15	0.206
flip-flops and latches	8	0.471
well taps	46	0.142
clock buffers	4	0.0646
inverters	2	0.0185
repair buffers	4	0.0985
No activity file was given, so power comes from the tool's default toggle rates.
